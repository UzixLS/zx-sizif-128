## ./run.sh

```bash
#!/bin/bash
# OpenROAD 26Q1-2900-gdf79404cd8, Yosys 0.63+post, stock flow scripts
make -C /OpenROAD-flow-scripts/flow DESIGN_CONFIG=/design/flow/config.mk WORK_HOME=/design/flow/orfs finish
```

## ./config.mk

```make
export PLATFORM = sky130hd
export DESIGN_NAME = zx_ula
export DESIGN_NICKNAME = zx_ula
export VERILOG_FILES = /design/flow/design.v
export SDC_FILE = /design/flow/constraint.sdc
export NUM_CORES = 4
export LEC_CHECK = 1
export CORE_UTILIZATION = 30
```

## ./constraint.sdc

```tcl
current_design zx_ula

set clk_period 3.0
set clk_io_pct 0.2

create_clock -name clk0 -period $clk_period [get_ports {clk14}]
create_clock -name clk1 -period $clk_period [get_ports {clkpal}]

set non_clock_inputs [all_inputs -no_clocks]
set_input_delay [expr $clk_period * $clk_io_pct] -clock clk0 $non_clock_inputs
set_output_delay [expr $clk_period * $clk_io_pct] -clock clk0 [all_outputs]
```

## ./design.v

```verilog
module chroma_gen #(
    parameter CLK_FREQ = 16_000_000
    ) (
    input clk,               
    input en,                
    input hsync,             
    input ntsc,              
    input r,                 
    input g,
    input b,
    input i,
    output reg out_carrier,  
    output reg [1:0] out
);
localparam CARRIER_WIDTH =
    (CLK_FREQ == 14_000_000)? 17 :
    (CLK_FREQ == 14_318_180)? 17 :
    (CLK_FREQ == 16_000_000)? 14 :
    (CLK_FREQ == 17_734_475)? 3 :
    (CLK_FREQ == 20_000_000)? 14 :
    (CLK_FREQ == 24_000_000)? 17 :
    (CLK_FREQ == 25_000_000)? 16 :
    (CLK_FREQ == 28_000_000)? 18 :
    (CLK_FREQ == 28_375_000)? 16 :
    (CLK_FREQ == 28_636_360)? 18 :
    (CLK_FREQ == 32_000_000)? 15 :
    (CLK_FREQ == 35_468_950)? 3 :
    (CLK_FREQ == 40_000_000)? 15 :
    0;
localparam PAL_CARRIER =
    (CLK_FREQ == 14_000_000)? 83018 :  
    (CLK_FREQ == 14_318_180)? 81173 :  
    (CLK_FREQ == 16_000_000)? 9080 :   
    (CLK_FREQ == 17_734_475)? 4 :      
    (CLK_FREQ == 20_000_000)? 7264 :   
    (CLK_FREQ == 24_000_000)? 48427 :  
    (CLK_FREQ == 25_000_000)? 23245 :  
    (CLK_FREQ == 28_000_000)? 83018 :  
    (CLK_FREQ == 28_375_000)? 20480 :  
    (CLK_FREQ == 28_636_360)? 81173 :  
    (CLK_FREQ == 32_000_000)? 9080 :   
    (CLK_FREQ == 35_468_950)? 2 :      
    (CLK_FREQ == 40_000_000)? 7264 :   
    0;
localparam NTSC_CARRIER =
    (CLK_FREQ == 14_000_000)? 67025 :  
    (CLK_FREQ == 14_318_180)? 65536 :  
    (CLK_FREQ == 16_000_000)? 7331 :   
    (CLK_FREQ == 17_734_475)? 4 :      
    (CLK_FREQ == 20_000_000)? 5865 :   
    (CLK_FREQ == 24_000_000)? 39098 :  
    (CLK_FREQ == 25_000_000)? 18767 :  
    (CLK_FREQ == 28_000_000)? 67025 :  
    (CLK_FREQ == 28_375_000)? 16535 :  
    (CLK_FREQ == 28_636_360)? 65536 :  
    (CLK_FREQ == 32_000_000)? 7331 :   
    (CLK_FREQ == 35_468_950)? 2 :      
    (CLK_FREQ == 40_000_000)? 5865 :   
    0;
reg [CARRIER_WIDTH:0] carrier;
wire [31:0] carrier_next = (!ntsc)?
        (carrier + PAL_CARRIER)  :
        (carrier + NTSC_CARRIER) ;
always @(posedge clk) begin
    carrier <= carrier_next[CARRIER_WIDTH:0];
end
reg [3:0] burst_cnt;
always @(posedge carrier[CARRIER_WIDTH] or negedge hsync) begin
    if (hsync == 1'b0)
        burst_cnt <= 4'b0100;
    else if (burst_cnt != 4'b0000)
        burst_cnt <= burst_cnt + 1'b1;
end
wire burst = burst_cnt[3];
reg oddeven;
always @(posedge hsync) begin
    if (!ntsc)
        oddeven <= ~oddeven;
    else
        oddeven <= 1'b0;
end
reg [3:0] phase;
always @* begin
    if (burst == 1'b1) begin
        if ((oddeven == 1'b0) && (!ntsc))
            phase <= 4'h6;  
        else
            phase <= 4'hA;  
    end
    else if (oddeven == 1'b0) begin
        case ({r,g,b})
            3'b010:  phase <= 4'hB;  
            3'b011:  phase <= 4'hD;  
            3'b100:  phase <= 4'h5;  
            3'b101:  phase <= 4'h3;  
            3'b110:  phase <= 4'h7;  
            default: phase <= 4'hF;  
        endcase
    end
    else begin
        case ({r,g,b})
            3'b010:  phase <= 4'h5;  
            3'b011:  phase <= 4'h3;  
            3'b100:  phase <= 4'hB;  
            3'b101:  phase <= 4'hD;  
            3'b110:  phase <= 4'h9;  
            default: phase <= 4'h1;  
        endcase
    end
end
reg [1:0] amplitude;
always @* begin
    if (burst == 1'b1)
        amplitude <= 2'b01;
    else case ({i,r,g,b}) 
        4'b0001: amplitude <= 2'b10;
        4'b0010: amplitude <= 2'b10;
        4'b0011: amplitude <= 2'b10;
        4'b0100: amplitude <= 2'b10;
        4'b0101: amplitude <= 2'b10;
        4'b0110: amplitude <= 2'b10;
        4'b1001: amplitude <= 2'b11;
        4'b1010: amplitude <= 2'b11;
        4'b1011: amplitude <= 2'b11;
        4'b1100: amplitude <= 2'b11;
        4'b1101: amplitude <= 2'b11;
        4'b1110: amplitude <= 2'b11;
        default: amplitude <= 2'b00;
    endcase
end
reg [3:0] scarrier;
always @*
    scarrier <= carrier[CARRIER_WIDTH:CARRIER_WIDTH-3] + phase;
always @(posedge clk) begin
    out_carrier <= scarrier[3];
    out[1] <= en && amplitude[1];
    out[0] <= en && amplitude[0];
end
endmodule
module zx_ula(
	input rst_n,
	input clk14,
	input clkpal,
	output clkcpu,
	inout [7:0] vd,
	inout [16:0] va,
	output ra14,
	input a0,
	input a1,
	input a14,
	input a15,
	input n_rd,
	input n_wr,
	input n_mreq,
	input n_iorq,
	input n_m1,
	input n_rfsh,
	output reg n_int,
	output n_vrd,
	output n_vwr,
	output n_romcs,
	input [4:0] kd,
	input tape_in,
	output tape_out,
	output reg beeper,
	output ay_clk,
	output reg ay_bdir,
	output reg ay_bc1,
	output reg r,
	output reg g,
	output reg b,
	output reg i,
	output [1:0] chroma,
	output reg csync
);
wire [15:0] xa = {a15, a14, va[13:2], va[1], va[0]};  
wire [7:0] xd = vd;
reg screen_read;
wire n_iorq0 = n_iorq | screen_read;
localparam H_AREA         = 256;
localparam V_AREA         = 192;
localparam SCREEN_DELAY   = 8;
localparam H_TOTAL        = 448;
localparam V_TOTAL        = 320;
reg [8:0] vc;
reg [9:0] hc0;
wire [8:0] hc = hc0[9:1];
wire hc0_reset = hc0 == (H_TOTAL<<1) - 1'b1 ;
wire vc_reset = vc == V_TOTAL - 1'b1 ;
always @(posedge clk14) begin
	if (hc0_reset) begin
		hc0 <= 0;
		if (vc_reset) begin
			vc <= 0;
		end
		else begin
			vc <= vc + 1'b1;
		end
	end 
	else begin
		hc0 <= hc0 + 1'b1;
	end
end
reg [4:0] blink_cnt;
wire blink = blink_cnt[4];
always @(posedge n_int) begin
	blink_cnt <= blink_cnt + 1'b1;
end
reg [2:0] border;
reg [7:0] bitmap, attr, bitmap_next, attr_next;
wire pixel = bitmap[7];
wire attr_read = screen_read & ~hc0[0];
wire bitmap_read = screen_read & hc0[0];
wire [14:0] bitmap_addr = { 2'b10, vc[7:6], vc[2:0], vc[5:3], hc[7:3] };
wire [14:0] attr_addr = { 5'b10110, vc[7:3], hc[7:3] };
wire [14:0] screen_addr = bitmap_read? bitmap_addr : attr_addr;
wire screen_show = (vc < V_AREA) && (hc >= SCREEN_DELAY) && (hc < H_AREA + SCREEN_DELAY);
wire screen_update = (vc < V_AREA) && (hc < H_AREA) && hc0[3:0] == 4'b1111;
wire border_update = (hc0[3:0] == 4'b1111) || (screen_show == 0);
always @(posedge clk14) begin
	screen_read <= n_mreq == 1'b1 && n_iorq == 1'b1;
	if (attr_read)
		attr_next <= vd;
	if (bitmap_read)
		bitmap_next <= vd;
	if (screen_update)
		attr <= attr_next;
	else if (border_update)
		attr[7:3] <= {2'b00, border};
	if (screen_update)
		bitmap <= {bitmap_next[7] ^ (attr_next[7] & blink), bitmap_next[6:0]};
	else if (hc0[0])
		bitmap <= {bitmap[6] ^ (attr[7] & blink), bitmap[5:0], 1'b0};
end
wire blank = (vc[7:4] == 4'b1111) || (hc[8:6] == 3'b101) || (hc[8:4] == 5'b11000);
always @(posedge clk14) if (hc0[0]) begin
	if (blank)
		{g, r, b, i} = 4'b0000;
	else begin
		{g, r, b} = pixel? attr[2:0] : attr[5:3];
		i = (g | r | b) & attr[6];
	end
end
wire hsync0 = hc[8:5] == 4'b1010;
wire vsync0 = vc[7:3] == 5'b11111;
reg hsync1;
always @(posedge clk14) if (hc[3]) begin
	csync <= ~(vsync0 ^ hsync0);
	hsync1 <= ~hsync0;
end
always @(posedge clk14)
	n_int <= ~(vc == 239 && hc[8:6] == 3'b101);
assign clkcpu = hc[0];
wire port_fe_cs = n_m1 == 1 && n_iorq0 == 0 && xa[0] == 0;
wire [7:0] port_fe_data = {1'b1, tape_in, 1'b1, kd[4:0]};
reg port_fe_rd;
always @(posedge clk14)
	port_fe_rd <= port_fe_cs && n_rd == 0;
reg tape_out0;
assign tape_out = tape_in ^ tape_out0;
always @(posedge clk14 or negedge rst_n) begin
	if (!rst_n) begin
		beeper <= 0;
		tape_out0 <= 0;
		border <= 0;
	end
	else if (port_fe_cs && n_wr == 0) begin
		beeper <= xd[4];
		tape_out0 <= xd[3];
		border <= xd[2:0];
	end
end
wire port_7ffd_cs = n_m1 == 1 && n_iorq0 == 0 && xa[1] == 0 && xa[15] == 0;
reg [2:0] rambank;
reg rombank, vbank, lock_7ffd;
always @(posedge clk14 or negedge rst_n) begin
	if (!rst_n) begin
		rambank <= 0;
		vbank <= 0;
		rombank <= 0;
		lock_7ffd <= 0;
	end
	else if (port_7ffd_cs && n_wr == 0 && lock_7ffd == 0) begin
		rambank <= xd[2:0];
		vbank <= xd[3];
		rombank <= xd[4];
		lock_7ffd <= xd[5];
	end
end
always @(posedge clk14 or negedge rst_n) begin
	if (!rst_n) begin
		ay_bc1 <= 0;
		ay_bdir <= 0;
	end
	else begin
		ay_bc1  <= xa[15] == 1 && xa[14] == 1 && xa[1] == 0 && n_m1 == 1 && n_iorq0 == 0;
		ay_bdir <= xa[15] == 1 && xa[1] == 0 && n_m1 == 1 && n_iorq0 == 0 && n_wr == 0;
	end
end
assign ay_clk = hc[1];
wire chroma_carrier;
wire [1:0] chroma0;
chroma_gen #(.CLK_FREQ(28_375_000)) chroma_gen1(
	.clk(clkpal),
	.hsync(hsync1),
	.en(1'b1),
	.ntsc(1'b0),
	.r(r),
	.g(g),
	.b(b),
    .i(i),
	.out_carrier(chroma_carrier),
	.out(chroma0)
);
assign chroma[0] = chroma0[0]? chroma_carrier : 1'bz;
assign chroma[1] = chroma0[1]? chroma_carrier : 1'bz;
wire n_vcs_cpu = n_mreq | ~(a15 | a14);
assign n_vrd = ((n_vcs_cpu == 0 && n_rd == 0) || screen_read == 1)? 1'b0 : 1'b1;
assign n_vwr = ((n_vcs_cpu == 0 && n_wr == 0) && screen_read == 0)? 1'b0 : 1'b1;
assign n_romcs = n_mreq | a15 | a14;
assign ra14 = rombank;
assign va[16:0] = 
	screen_read? {1'b1, vbank, screen_addr} :
	a15 & a14? {rambank, {14{1'bz}}} :
	{a14, a15, a14, {14{1'bz}}};
assign vd[7:0] = 
	port_fe_rd? port_fe_data :
	n_iorq0 == 0 && (n_rd == 0 | n_m1 == 0)? {8{1'b1}} :
	{8{1'bz}};
endmodule
```

==> impl_metrics.yaml <==
# yosys + openroad results
outcome:
  status: "did not finish"
  lastStage: "clock tree synthesis"
  error: "[error] [KeplerFormal.cpp:679] Workflow failed: Iso has multiple drivers: .vd4, _287_.Y0"
placed_design:
  place_area_mm2: 0.00423
  dp.cells: 532
  hpwl_mm: 4.79
  pre_cts_ws_ns: 0.290
  port-buffer-count: 32
  globalplace.congestion: 0.816
logic_synthesis:
  netlist_instances: 343
  synthFlopType: "edfxtp_1"
  yosysChipArea_mm2: 0.00377
  synth_warnings: 7
  synth_top_area_share: 0.343
  async_reset_ff_frac: 0.200
  synthDistinctLibCells: 46
  synthTopCellsByArea: "edfxtp_1 (34%), dfxtp_1 (13%), dfrtp_1 (11%)"
  common_cells: "edfxtp_1 (43), nand2_1 (40), nor2_1 (27)"
  synth_stat.cells: 343
  synth_area_per_cell_um2: 11.0
  ys_seq_frac: 0.589
  synth_flops: 85
  yosysTopAreaCell: "edfxtp_1"
  synth.most_common_cell: "edfxtp_1"
  edf_count: 43
  syn_area_mm2: 0.00377
clocking:
  cts_hold_buf: 0
  cts_setup_buffers: 0
  cts_resized: 0
die:
  ios: 62
  die_x_um: 114
  rows: 40
  dieHeight_um: 114
  fp_util: 0.311
sta:
  unclocked_regs: 10
  untimed_endpoints: 10
-- logic make-up after synthesis --
family	Yosys count	share of synthesized area
other cells	2	0.00199
buf+inv	32	0.0422
mux	8	0.0223
fa+ha+maj	8	0.0266
flops	85	0.589
compound gates	37	0.0588
xor+xnor	25	0.0581
simple gates	146	0.201
-- through the flow --
stage          total power [mW]   util
2_1_floorplan              1.21      -
3_3_place_gp               1.26  0.349
3_5_place_dp               1.26  0.349
No activity file was given, so power comes from the tool's default toggle rates.
